`./config.mk`:
```
export PLATFORM = sky130hd
export DESIGN_NAME = maze
export DESIGN_NICKNAME = maze
export VERILOG_FILES = /design/flow/design.v
export SDC_FILE = /design/flow/constraint.sdc
export NUM_CORES = 4
export LEC_CHECK = 1
export CORE_UTILIZATION = 40
```
`./constraint.sdc`:
```
current_design maze

set clk_period 2.9
set clk_io_pct 0.2

create_clock -name clk0 -period $clk_period [get_ports {clk}]

set non_clock_inputs [all_inputs -no_clocks]
set_input_delay [expr $clk_period * $clk_io_pct] -clock clk0 $non_clock_inputs
set_output_delay [expr $clk_period * $clk_io_pct] -clock clk0 [all_outputs]
```
`./design.v`:
```
`timescale 1ns / 1ps
module maze #(parameter maze_width = 6)(
		input 		       				 clk,
		input 		[maze_width - 1:0] starting_col, starting_row, 	 
		input  			  	 				 maze_in, 			 
		output reg 	[maze_width - 1:0] row, col,	 		 
		output reg			  				 maze_oe,			 
		output reg			   			 maze_we, 			 
		output reg			  				 done);		 	 
reg [maze_width -1:0] row_copy, col_copy; 
reg  [7:0] dd;  
reg [4:0] state, next_state ; 	
always @(posedge clk) begin
								if(done == 0) state <= next_state;
							 end
always @(*) begin
					 next_state = 0;
					 maze_we = 0;
					 maze_oe = 0;
					 done = 0;
					 case(state)
							0 : begin
											dd = 'b01000001; 
											maze_we = 1;  
											row = starting_row;
											col = starting_col;
											row_copy = starting_row;  
											col_copy = starting_col;
											next_state = 1;
										 end
							1 : begin
											case(dd)
												'b01000001: col = col + 1;  
												'b01000010: row = row + 1 ;  
												'b01000011: col = col - 1;  
												'b01000100: row = row - 1;  
											endcase
											maze_oe = 1;
											next_state =  2;
										end
							2: begin
											if(maze_in == 0) begin  
													col_copy = col;
													row_copy = row;
													maze_we = 1;
													next_state = 3;
											end
											if(maze_in == 1) begin  
													dd = dd + 1;  
													col = col_copy;
													row = row_copy;
													next_state = 1;
											end
										end
							3: begin  
												case(dd)
													'b01000001: begin  
															row_copy = row;  
															row = row + 1;  
														end
													'b01000010: begin  
															col_copy = col; 
															col = col - 1;  
														end
													'b01000011: begin  
															row_copy = row; 
															row = row - 1;  
														end
													'b01000100: begin  
															col_copy = col;
															col = col + 1;  
														end
												endcase
												maze_oe = 1;
												next_state = 4;
										end
							4: begin  
											case(dd)
												'b01000001: begin  
														if(maze_in == 1) begin
																					row = row_copy;  
																					col_copy = col;  
																					col = col + 1;  
																			  end
														if(maze_in == 0) begin  
																					row_copy = row;
																					col_copy = col;
																					dd = 'b01000010;  
																				end
													end
												'b01000010: begin  
														if(maze_in == 1) begin
																					col = col_copy;  
																					row_copy = row;  
																					row = row + 1;  
																				end
														if(maze_in == 0) begin  
																					col_copy = col;
																					row_copy = row;
																					dd = 'b01000011;  
																				end
													end
												'b01000011: begin  
														if(maze_in == 1) begin
																					row = row_copy;  
																					col_copy = col;  
																					col = col - 1;  
																				end
														if(maze_in == 0) begin  
																					row_copy = row;
																					col_copy = col;
																					dd = 'b01000100;  
																				end
													end
												'b01000100: begin  
														if(maze_in == 1) begin
																				col = col_copy;  
																				row_copy = row;  
																				row = row - 1; 
																				end
														if(maze_in == 0) begin  
																				col_copy = col;
																				row_copy = row;
																				dd = 'b01000001;  
																			  end
													end
											endcase
											maze_oe = 1;
											next_state = 8;
										end
							8: begin   
											if(maze_in == 0)  begin
																		if(col == 0 || col == 63 || row == 0 || row == 63) begin
																																				maze_we = 1;
																																				next_state = 9;
																																			end
																		else begin  
																					col_copy = col;  
																					row_copy = row;
																					maze_we = 1;
																					next_state = 3;
																				end
																	end
											if(maze_in == 1) begin  
																		row = row_copy;
																		col = col_copy;
																		case(dd)  
																			'b01000001: dd = 'b01000011;
																			'b01000010: dd = 'b01000100;
																			'b01000011: dd = 'b01000001;
																			'b01000100: dd = 'b01000010;
																		endcase
																		next_state = 3;
																	end
										end
							9: begin
										done = 1;  
									 end
					endcase
				end
endmodule 
```
`./run.sh`:
```
#!/bin/bash
# OpenROAD 26Q1-2900-gdf79404cd8, Yosys 0.63+post, stock flow scripts
make -C /OpenROAD-flow-scripts/flow DESIGN_CONFIG=/design/flow/config.mk WORK_HOME=/design/flow/orfs finish
```
==> deck_impl_summary.md <==
Flow Results at a Glance

Place
  – Buffers on Ports: 28
  – Dpl cell area: 3590 um^2
  – HPWL Detailed: ~8.2 mm
  – GPL Wtd Cong: 0.951

Critical path
  – Worst setup path startpoint: state[2]
  – Arrival time worst endpoint: about 2 ns
  – Crit path cell chain: nor2b_1, nand2_1, nand2_1, clkdlybuf4s50_1
  – Setup crit end kind: output pin
  – Crit path DRT: about 2.3 ns
  – Most used cell along the critical path: nand2_1
  – CP bufs+invs: 1
  – Startpoint types: register
  – Worst r2r src: state[3]
  – Max incr delay on CP: 0.57 ns
  – CP Max Fanout: 13
  – Crit path max-delay family: simple AND/OR/NAND/NOR gates
  – Slowest CP cell: edfxtp_1
  – Worst Setup Path Type: reg2out

Finish
  – Top cells excl fill/tap: nor2_1, nand2_1, dlxtn_1
  – Share of post-route cells with drive strength above 1: 5.51%
  – Post-layout util: 46.6%
  – Post-route cell area: about 3600 um^2
  – Area Overhead vs Synth: 11.0%

Synth
  – Number of enable flip-flop cells: 4
  – Synth warn: 341
  – Registers, synthesis: 36
  – Post-Syn Area: approximately 3300 um^2
  – Synthesis area per yosys: 3270 um^2
  – Async S/R FF share, synth: 0%
  – Yosys Instances: 471
  – Synth cell types: 69
  – Syn_area_per_cell: 6.95 um^2
  – Gate Count Post-Synth: 471
  – Dominant flop cell: dlxtn_1

Power
  – Seq pwr share: 24.7%
  – Leak: 1.43 nW
  – Net Sw Frac: 53.1%
  – VDD IR max: between 400 and 500 uV
  – Clock network power share: 2.6%
  – Combinational cell fraction of total power: 72.7%
  – Overall power: 4.50 mW
  – Cell Int Power: 2.11 mW
  – Sw power: 2.39 mW
  – PD cells: 1240 nW/um^2

STA
  – Final Skew: 0.000556 ns
  – Slew Limit Headroom: 37.7%
  – Worst Tran Pin Value: 0.929 ns
  – Hold slack: 0.783 ns
  – Period utilization: 89.9%
  – Final Hold Vio Count: 0
  – RSZ-0062 raised after global routing: no
  – Shortest period the worst path allows: between 2 and 3 ns
  – Endpoints failing setup: 0
  – Count of unclocked register or latch pins: 32
  – Endpoints left unconstrained: 44
  – Slew Limit Fails: 0
  – Setup tns final: 0 ns
  – Upper clock frequency limit: 383 MHz

Route
  – Iter 0 DRT Violations: 304
  – Antenna Cells: 0
  – Average vias per placed instance: 6.32
  – Final WL: roughly 12 mm
  – Vias: 3625
  – Drt drc: 0
  – Post-route ant nets: 0
  – Avg WL per Cell: 20.1 um
  – Drt first pass iters: 7

Die
  – Total die size: between 8000 and 9000 um^2
  – IO Count: 29
  – Die H: 92.5 um
  – Core area: 7810 um^2
  – Row cnt: 32
  – Initial Util: 41.9%
  – Die width: roughly 90 um

Clock network
  – TritonCTS clock tree: yes
  – Post_cts resized: 0
  – Total CTS buffers: 3
  – Root buffer cell: clkbuf_8
  – Worst skew pair latency: 0.22 ns
  – Longest Clk Path Bufs: 2
  – # hold bufs at CTS: 0
  – H-tree depth: 1
  – Setup bufs post-CTS: 0
  – Reg clk slew, reported paths: 0.03 ns

Hold path
  – HP Class: reg2reg
  – Hold_sp: state[0]

Run
  – Tool warnings: 33
  – Maxcap violations: 0

Global routing
  – Tot GR Track Use: 28.3%
  – Vias in the first global route: 3259
  – Overflow left after global routing: 0
  – Pin count of the biggest net entering global routing: between 50 and 60
  – First-pass GRT wire length: 18.2 mm
  – Initial antenna violation count: 0

Status
  – Outcome: finished clean
==> metal layers <==
metal	wire length (um)	GRT usage, %	up-vias
li1	-	-	1766
met4	214	4.30	0
met3	1090	5.10	13
met1	5230	42.9	1673
met5	0	0	-
met2	4990	42.9	173
==> cell families after synthesis <==
logic type	synth area share (%)
latches	14.7
adders and majority gates	5.28
DFF	3.67
xor gates and xnor gates	6.96
buffers and inverters	6.19
muxes	5.31
AOI/OAI and AO/OA	31.8
and+or+nand+nor	26.1
==> power groups by stage <==
stage | clock (mW) | sequential [mW] | combinational [mW]
finish | 0.118 | 1.11 | 3.27
global route | 0.124 | 1.16 | 3.58
CTS | 0.120 | 1.10 | 3.23
==> through the flow <==
step | cells | setup WS [ns]
after global routing | 574 | 0.185
after CTS | 574 | 0.337
after detailed placement | 571 | 0.568
after global placement | 571 | 0.606
after floorplan | 471 | 0.949
final | 574 | 0.292
==> flip-flops by register name, indices dropped and copies added, names as in the netlist <==
signal / flops
col_copy: 6
col: 6
state: 4
row_copy: 6
row: 6
dd: 8
==> worst reg2reg max path: stages, from the launching register on <==
cell,delay [ns]
edfxtp_1,0.57
or4b_2,0.84
o211ai_1,0.22
==> layout make-up <==
cell class | count | area, um^2
Tap cell | 102 | 128
Multi-Input combinational cell | 383 | 2470
Sequential cell | 36 | 601
Clock buffer | 3 | 41.3
Timing Repair Buffer | 38 | 350
Fill cell | 796 | 4170
Inverter | 12 | 45.0
==> worst paths after layout <==
kind | endpoint | cells past startpoint | slack [ns]
hold reg to reg | state[0] | 2 | 0.78
setup / recovery | maze_oe | 4 | 0.29
setup reg to reg | state[1] | 2 | 1.10
hold / removal | state[0] | 2 | 0.78
==> cell usage after synthesis, types with 2 or more instances <==
master,n,area (um^2)
a2111oi_0,2,17.5
a211oi_1,2,15.0
a21o_1,5,37.5
a21oi_1,27,135
a221o_1,2,20.0
a22o_1,2,17.5
a22oi_1,13,97.6
a31oi_1,22,138
a32o_1,2,20.0
a32oi_1,3,26.3
a41oi_1,3,26.3
and2_1,2,12.5
and3_1,8,50.1
buf_1,6,22.5
buf_2,6,30.0
clkbuf_1,28,105
dlxtn_1,32,480
edfxtp_1,4,120
ha_1,13,163
inv_1,11,41.3
mux2_2,3,33.8
mux2i_1,14,140
nand2_1,46,173
nand2b_1,8,50.1
nand3_1,16,80.1
nand4_1,6,37.5
nor2_1,46,173
nor2b_1,6,37.5
nor3_1,12,60.1
nor4_1,3,18.8
nor4b_1,2,17.5
o2111ai_1,5,43.8
o211ai_1,8,60.1
o21a_1,4,30.0
o21ai_0,25,125
o221ai_1,4,35.0
o22ai_1,6,37.5
o31ai_1,2,15.0
or2_2,2,12.5
or3_1,7,43.8
xnor2_1,16,140
xor2_1,10,87.6
No activity file was given, so power comes from the tool's default toggle rates.
